`flow/design.v`:
```
`timescale 1ns / 1ps
module BUFF #(parameter DATA_WIDTH = 32)
            (A, Y, E);
input [DATA_WIDTH-1:0] A;
input E;
output [DATA_WIDTH-1:0] Y;
assign Y = (E) ? A : 'bz;
endmodule
module CMP #(parameter DATA_WIDTH = 32)
            (A, B, GT);
input [DATA_WIDTH-1:0] A, B;
output GT;
assign GT = (A > B) ? 1 : 0;
endmodule
module CNT #(parameter DATA_WIDTH = 32)
            (D, Load_cnt, EN, CLK, Q);
input [DATA_WIDTH-1:0] D;
input Load_cnt, EN, CLK;
output reg [DATA_WIDTH-1:0] Q;
always@(posedge CLK)
begin
    if (EN)
    begin
        if (Load_cnt)
            Q = D;
        else
            Q = Q - 1;
    end
end
endmodule
module CU(Go, clk, gt, Done, cw, rst, error, Err);
input Go, clk;
input gt;
input rst;
input error;
output reg Done;
output reg [4:0] cw;
output reg Err;
reg [1:0] CS, NS;    
initial
    CS = 2'b00;
always@(CS, Go, gt, rst, error)
begin
    if(rst)
        NS = 2'b00;
    else
    begin
      case(CS)
        2'b00: begin
                    if(!Go)
                        NS = 2'b00;
                    else
                        NS = 2'b01;
               end
        2'b01: begin
                    NS = 2'b10;
               end
        2'b10: begin
                    if(gt && (!error))
                        NS = 2'b10;
                    else
                        NS = 2'b00;
               end
        default: NS = 2'b00;
      endcase
    end
end
always@(posedge clk)
    CS <= NS;
always@(CS, error, gt)
begin
    case(CS)
    2'b00: begin
                cw = 5'b00000;
                Done = 0;
                Err = 0;
           end
    2'b01: begin
                cw = 5'b11100;
                Done = 0;
                Err = 0;
           end
    2'b10: begin
                if(error)
                begin
                    cw = 5'b00010;
                    Err = 1;
                    Done = 1;
                end
                else if(!error && gt)
                begin
                    cw = 5'b01110;
                    Err = 0;
                    Done = 0;
                end
                else
                begin
                    cw = 5'b00011;
                    Err = 0;
                    Done = 1;
                end
           end
endcase
end
endmodule
module DP_fact #(parameter DATA_WIDTH = 32)
                (n, out, cw, clk, gt, error);
input [DATA_WIDTH-1:0] n;
input [4:0] cw;
input clk;
output [DATA_WIDTH-1:0] out;
output gt, error;
wire Load_cnt, EN, Load_reg, sel, OE;
wire [DATA_WIDTH-1:0] cnt, D, product, z;
assign {Load_cnt, EN, Load_reg, sel, OE} = cw;
CNT #(DATA_WIDTH) U0(.D(n), .Load_cnt(Load_cnt), .EN(EN), .CLK(clk), .Q(cnt));
REG #(DATA_WIDTH) U1(.D(D), .Load_reg(Load_reg), .CLK(clk), .Q(product));
CMP #(DATA_WIDTH) U2(.A(cnt), .B(1), .GT(gt));
CMP #(DATA_WIDTH) U6(.A(cnt), .B(12), .GT(error));
MUL #(DATA_WIDTH) U3(.x(cnt), .y(product), .z(z));
MUX #(DATA_WIDTH) U4(.d1(z), .d0(1), .sel(sel), .y(D));
BUFF #(DATA_WIDTH) U5(.A(product), .E(OE), .Y(out));
endmodule
module fact_ad(
    input wire[1:0] A,
    input wire      WE,
    output reg      WE1,
    output reg      WE2,
    output wire [1:0] RdSel);
always @ (*) begin
    case (A)
        2'b00: begin
         WE1 = WE;
         WE2 = 1'b0;
        end
        2'b01: begin
         WE1 = 1'b0;
         WE2 = WE;
        end
        2'b10: begin
         WE1 = 1'b0;
         WE2 = 1'b0;
        end
        2'b11: begin
         WE1 = 1'b0;
         WE2 = 1'b0;
        end
        default: begin
         WE1 = 1'bx;
         WE2 = 1'bx;
        end
    endcase
end
assign RdSel = A;
endmodule
module fact_reg #(parameter w = 32) (
 input wire Clk, Rst,
 input wire [w-1:0] D,
 input wire Load_Reg,
 output reg [w-1:0] Q);
always @ (posedge Clk, posedge Rst)
    if (Rst)
        Q <= 0;
    else if (Load_Reg)
        Q <= D;
    else
        Q <= Q;
endmodule
module fact_top(
 input [1:0] A,
 input WE,
 input [3:0] WD,
 input Clk, Rst,
 output reg [31:0] RD);
wire WE1, WE2, Go, GoPulse, Done, Err, GoPulseCmb;
wire [1:0] RdSel;
wire [3:0] n;
wire [31:0] nf, Result;
reg ResDone, ResErr;
fact_ad fad(A, WE, WE1, WE2, RdSel);
fact_reg #(4) fn(Clk, Rst, WD, WE1, n);
fact_reg #(1) fgo(Clk, Rst, WD[0], WE2, Go);
fact_reg fresult(Clk, Rst, nf, Done, Result);
Factorial fact(GoPulse, {28'b0, n}, Clk, Done, nf, Rst, Err);
assign GoPulseCmb = WD[0] & WE2;
assign GoPulse = GoPulseCmb;
always @ (posedge Clk, posedge Rst)
begin
    if (Rst)
        ResDone <= 1'b0;
    else
        ResDone <= (~GoPulseCmb) & (Done | ResDone);
end
always @ (posedge Clk, posedge Rst)
begin
    if (Rst)
        ResErr <= 1'b0;
    else
        ResErr <= (~GoPulseCmb) & (Err | ResErr);
end
always @ (*) begin
    case (RdSel)
        2'b00:   RD = {{(32-4){1'b0}}, n};
        2'b01:   RD = {{31{1'b0}}, Go};
        2'b10:   RD = {{30{1'b0}}, ResErr, ResDone};
        2'b11:   RD = Result;
        default: RD = {31{1'bx}};
    endcase
end
endmodule
module Factorial #(parameter DATA_WIDTH = 32)
                    (Go, n, clk, Done, out, rst, Err);
input Go, clk, rst;
input [DATA_WIDTH-1:0] n;
output Done, Err;
output [DATA_WIDTH-1:0] out;
wire [4:0] cw;
wire gt, error;
CU U0(Go, clk, gt, Done, cw, rst, error, Err);
DP_fact #(DATA_WIDTH) U1(n, out, cw, clk, gt, error);
endmodule
module MUL #(parameter DATA_WIDTH = 32)
            (x, y, z);
input[DATA_WIDTH-1:0] x, y;
output[DATA_WIDTH-1:0] z;
assign z = x * y;
endmodule
module MUX #(parameter DATA_WIDTH = 32)
            (d1, d0, sel, y);
input [DATA_WIDTH-1:0] d1, d0;
input sel;
output [DATA_WIDTH-1:0] y;
assign y = (sel) ? d1 : d0;
endmodule
module REG #(parameter DATA_WIDTH = 32)
            (D, Load_reg, CLK, Q);
input[DATA_WIDTH-1:0] D;
input Load_reg, CLK;
output reg [DATA_WIDTH-1:0] Q;
always@(posedge CLK)
begin
    if(Load_reg)
        Q = D;
    else
        Q = Q;
end
endmodule
```
`flow/run.sh`:
```
#!/bin/bash
# OpenROAD 26Q1-2900-gdf79404cd8, Yosys 0.63+post, stock flow scripts
make -C /OpenROAD-flow-scripts/flow DESIGN_CONFIG=/design/flow/config.mk WORK_HOME=/design/flow/orfs finish
```
`flow/config.mk`:
```
export PLATFORM = sky130hd
export DESIGN_NAME = fact_top
export DESIGN_NICKNAME = fact_top
export VERILOG_FILES = /design/flow/design.v
export SDC_FILE = /design/flow/constraint.sdc
export NUM_CORES = 4
export LEC_CHECK = 1
export CORE_UTILIZATION = 30
```
`flow/constraint.sdc`:
```
current_design fact_top

set clk_period 10.9
set clk_io_pct 0.2

create_clock -name clk0 -period $clk_period [get_ports {Clk}]

set non_clock_inputs [all_inputs -no_clocks]
set_input_delay [expr $clk_period * $clk_io_pct] -clock clk0 $non_clock_inputs
set_output_delay [expr $clk_period * $clk_io_pct] -clock clk0 [all_outputs]
```
==> notes.md <==
Physical implementation status

Looking at the worst setup and hold paths, the clock pins of their registers show a slew of about 70 ps. The report gives the cell count of the worst hold path as 1. Setup total negative slack on the finished layout was measured at 0 ps.

The post-placement cell area stands at about 0.022 mm^2. Once layout is done, the placed cells without fillers occupy around 0.022 mm^2. The maximum net fanout on the critical path stands at 21. The fraction of the core area occupied by cells at floorplan stands at 0.3047.

TritonCTS built the clock tree. The worst setup slack after placement stands at around 3300 ps. For this design, the slowest cell found on the critical path is sky130_fd_sc_hd__edfxtp_1. The number of enable flip-flop cells stands at roughly 64. The sequential cells in the finished layout cover a total of roughly 0.0030 mm^2. In the global route stage, overall resource usage came out at 0.1695. The min-delay analysis places its worst path in the category flip-flop to flip-flop.

The slew at the pin closest to its max-slew limit stands at roughly 880 ps. During I/O placement, the number of pins put on the boundary was a little over 40. In the finished design, the share of the clock period the worst path needs comes to 0.6915. The stat command in Yosys gives a chip area of between 0.02 and 0.025 mm^2.

Walking the worst path, the cells encountered are and2_1 > fa_1 > inv_1 > fa_1 > fa_1 > fa_1 > inv_1 > fa_1 > inv_1 > fa_1 > inv_1 > fa_1 > inv_1 > fa_1 > inv_1 > ha_1 > nand4_1 > a21oi_1 > a221oi_1 > a21oi_1 > or2_2 > a31oi_1 > mux2i_1. The quantity of I/O buffers inserted on ports stands at around 40. Measured in cells, the most critical reg-to-reg path has a length of 23. Across the VDD grid, the largest voltage drop is approximately 0.00011 V. STA classifies the critical path endpoint as a flip-flop. The detailed router placed approximately 14,000 vias in this run. The combinational gate area stands at around 0.016 mm^2. The die boundary width stands at approximately 260 um. For this block, the initial DRC count from the detailed router was around 630. The arrival time of data at the worst endpoint is listed as 7670 ps. The maximum clock insertion buffer count stands at 2.

Per the synthesis report, the XOR/XNOR share of the synthesized area is 0.04325. The timing report shows the most common cell along the critical path to be sky130_fd_sc_hd__fa_1. The total power per unit cell area stands at around 36 mW/mm^2. The simple-gate area share of the yosys netlist stands at 0.1784. The estimated wirelength of the detail-placed design stands at ~41 mm. For the worst-skew pair, the clock arrives at the later sink with an insertion delay of approximately 400 ps. The launch point of the worst register-to-register path is recorded as fact.U1.U0.Q[14]. The routed layout reports a DRC error count of 0.

The final max-slew violation count stands at 0. Post-CTS timing repair inserted 0 buffers for setup. The warning count from the yosys run stands at 9. The hold buffer count at cts stands at 0.

Of the post-synthesis cell area, the dominant cell type holds 0.3971. Summed over all layers, the global routing overflow is 0. Dividing the detail-routed wire length by the instance count gives between 15 and 20 um. The run finished with clean final reports. The number of global-route vias before repair stands at between 15,000 and 20,000. The total core area stands at slightly below 0.07 mm^2. The cell count after synthesis came out at around 2,200.

After synthesis, the design contains roughly 2,200 cells according to Yosys. The worst-case hold slack stands at about 480 ps. In this run the register-to-register setup slack is between 3000 and 4000 ps. Clock tree synthesis selected as its root buffer the cell sky130_fd_sc_hd__clkbuf_16.

The synthesized netlist contains between 50 and 60 unique library cells. The number of antenna-violating nets in the routed design stands at 0. The main area contributors are sky130_fd_sc_hd__fa_1 40%, sky130_fd_sc_hd__edfxtp_1 9.3%, sky130_fd_sc_hd__and2_1 8.4%, sky130_fd_sc_hd__ha_1 8.0%, sky130_fd_sc_hd__inv_1 7.5%. By area, the combinational part of the netlist is dominated by adder cells. The timer found 5 register pins that no clock reaches; their paths are not timed. The leakage power in the latest report is 0.01051 uW. Overall power consumption after layout is estimated at ~800 uW. The share of flip-flops with an asynchronous set or reset stands at 0.3545.

Setup repair after global routing left no endpoint under its margin. The count of cells resized by post-cts repair stands at 0. Post-synth the commonest register cell is sky130_fd_sc_hd__edfxtp_1. Per the post-synthesis stats, the area per cell is between 9 and 10 um^2. The worst register-to-register path ends at fact.U1.U1.Q[25]. The area growth from synthesis to layout stands at 8.168%.

69 endpoints have no timing constraint. The initial antenna violation count was 2. The required arrival time at the worst endpoint stands at 11,040 ps. The register bit total from synthesis stands at roughly 110. The global-route wire length before repair stands at about 87 mm. By count the netlist is led by 410 x sky130_fd_sc_hd__inv_1, 408 x sky130_fd_sc_hd__fa_1, 291 x sky130_fd_sc_hd__nand2_1. The number of CTS-inserted buffers stands at 9. The worst-case clock skew stands at approximately 18 ps.

The overall routed net length stands at between 50 and 60 mm. The worst setup path is launched from a flip-flop. The worst-case setup margin in the final layout stands at between 3000 and 4000 ps. The chip occupies 0.06962 mm^2. Of the total synthesized cell area, the portion taken by full adders, half adders and majority gates is 0.4767. The biggest area contributor in the post-synthesis netlist is sky130_fd_sc_hd__fa_1.

The summed instance area of the synthesized netlist stands at about 0.021 mm^2. The number of warnings in the stage logs stands at 31. Per the OpenROAD floorplan log, the height of the die is roughly 260 um. The number of optimization iterations in the first detailed-route pass stands at 5.

Across all checked pins, the minimum headroom to the slew limit is 0.4161. The highest achievable clock rate stands at around 130 MHz. The max-cap check violation count stands at 0.

The most common cell in the synthesized netlist is sky130_fd_sc_hd__inv_1. The number of levels in the clock H-tree stands at 3. The global placement routability congestion stands at approximately 0.94. The post-layout minimum cycle time stands at roughly 7500 ps. The capture point of the critical path was reported as fact.U1.U1.Q[25]. Entering global routing, the biggest net connects 37 pins. The fraction of synthesized area in multiplexers stands at 0.02427. The floorplan has ~95 rows. Per the layout report, the design carries a little under 7,000 filler cells.

The ratio of routed vias to standard cells stands at about 4.7. The number of diodes added for antenna fixing stands at 0. By startpoint and endpoint, the worst setup path is classified as flip-flop to flip-flop. The setup violation total in the final timing report stands at 0.

In the final layout, the share of cells above drive strength 1 is 0.05204. Among all stages on the critical path, the maximum delay recorded is 930 ps. The final number of hold-violating endpoints stands at 0. The critical path starts at fact.U1.U0.Q[14].

In this run, the synthesized area fraction spent on AND-OR/OR-AND gates is recorded as 0.03248.
-- area by class of cell --
cell class	count	share of cell area
Multi-Input combinational cell	1508	0.6981
Sequential cell	110	0.1355
Inverter	410	0.06916
Tap cell	873	0.04909
Timing Repair Buffer	89	0.03453
Clock buffer	10	0.01029
Clock inverter	6	0.003374
-- cells by family after synthesis --
logic type,Yosys count
AOI/OAI and AO/OA,104
muxes,44
adders and majority gates,539
and+or+nand+nor,721
buffers and inverters,537
xor gates and xnor gates,100
DFF,105
latches,5
-- through the flow --
stage,util,std cells
floorplan,-,2155
global placement,0.3251,2990
detailed placement,0.3251,2990
CTS,0.3296,3006
global route,0.3296,3006
finish,0.3296,3006
-- how the worst min path moves through the flow --
| stage | end | start |
|---|---|---|
| after global routing | ResDone | ResDone |
| final | ResDone | ResDone |
| after CTS | ResDone | ResDone |
-- metal layers --
| metal | GRT usage | part of all wire | vias to the layer above |
|---|---|---|---|
| met5 | 0 | 0.00020 | - |
| met4 | 0.03991 | 0.030 | 2 |
| met3 | 0.08172 | 0.11 | 85 |
| met2 | 0.2539 | 0.45 | 523 |
| met1 | 0.2275 | 0.41 | 7041 |
| li1 | - | - | 6380 |
-- registers in the layout, summed over array words and instances (netlist names), 2 cells and up --
signal,cells
fact.U1.U0.Q,32
fact.U1.U1.Q,32
fresult.Q,32
fn.Q,4
fact.U0.cw,3
fact.U0.CS,2
-- layout by cell type, fill, tap and decap left out, types with 4 or more instances in the layout --
cell type,count
sky130_fd_sc_hd__inv_1,410
sky130_fd_sc_hd__fa_1,408
sky130_fd_sc_hd__nand2_1,291
sky130_fd_sc_hd__and2_1,276
sky130_fd_sc_hd__ha_1,131
sky130_fd_sc_hd__xnor2_1,72
sky130_fd_sc_hd__edfxtp_1,64
sky130_fd_sc_hd__nor2_1,54
sky130_fd_sc_hd__buf_4,49
sky130_fd_sc_hd__clkdlybuf4s50_1,40
sky130_fd_sc_hd__dfrtp_1,39
sky130_fd_sc_hd__mux2_2,37
sky130_fd_sc_hd__and3_1,28
sky130_fd_sc_hd__xor2_1,27
sky130_fd_sc_hd__a21oi_1,26
sky130_fd_sc_hd__o21ai_0,24
sky130_fd_sc_hd__nor3_1,21
sky130_fd_sc_hd__a21o_1,15
sky130_fd_sc_hd__o21a_1,12
sky130_fd_sc_hd__nand2b_1,10
sky130_fd_sc_hd__clkbuf_16,9
sky130_fd_sc_hd__nor4_1,7
sky130_fd_sc_hd__mux2i_1,6
sky130_fd_sc_hd__nand3_1,5
sky130_fd_sc_hd__or4_1,4
sky130_fd_sc_hd__o31ai_1,4
sky130_fd_sc_hd__nand4_1,4
sky130_fd_sc_hd__and4_1,4
sky130_fd_sc_hd__dlxtn_1,4
-- critical path: cells and delay by family (launching register included) --
family,cells,cell delay [ps]
muxes,1,90
AOI/OAI and AO/OA,4,1020
DFF,1,930
buffers and inverters,6,330
adders and majority gates,9,4190
and+or+nand+nor,3,720
-- power breakdown --
part / internal [uW] / switching, uW / leakage (uW)
Combinational: 13.3 / 10.9 / 0.00924
Clock: 182 / 174 / 0.000150
Sequential: 422 / 2.41 / 0.00112
Total: 617 / 188 / 0.0105
No activity file was given, so power comes from the tool's default toggle rates.
