<file path="/design/flow/design.v">
`timescale 1ns / 1ps
module Alu(input [31:0] in1, in2,
           input [1:0] c,
           output reg [31:0] aluout);
always @ (in1, in2, c)
begin
    case (c)   
        2'b00:  
        begin
            if(in2 == 0) begin aluout = 1; end
            else begin aluout = in1 * in2; end
        end  
        2'b01:  aluout = in1 & in2;   
        2'b10:  aluout = 1;   
        default:  aluout = in2;  
    endcase 
end
endmodule
`timescale 1ns / 1ps
module Dreg(input [31:0] D,
            input en, clk, rst,
            output reg [31:0] Q);
always @(posedge clk, posedge rst)
begin
    if(rst)
    begin
        Q <= 32'd0;
    end
    else
    begin 
        if(en) Q <= D;
        else Q <= Q;
    end
end
endmodule
`timescale 1ns / 1ps
module Factorial_DP(input [3:0] n, 
                    input [5:0] ctrl,
                    input  clk, rst,
                    output [31:0] out,
                    output Is_GT);
wire [3:0] Cnt_Reg;
wire [31:0] q_out, aluout, q2_out, mux_out1, mux_out2;
wire IS_equal;
Ud_Cnt_4 u1(.D(n), .LD(ctrl[2]), .UD(ctrl[3]), .CE(ctrl[4]), .CLK(clk), .RST(rst), .Q(Cnt_Reg));
comparater u2(.A({28'd0,Cnt_Reg}), .B(32'd1), .greater(Is_GT));
Dreg u3(.D(mux_out1), .en(ctrl[1]), .clk(clk), .rst(rst), .Q(q_out));
Alu u4(.in1(q_out), .in2({28'd0,Cnt_Reg}), .c(2'b00), .aluout(aluout));
Mux u6 (.in1(32'd1), .in2(aluout), .sel(ctrl[5]), .out(mux_out1));
Mux u7 (.in1(32'd0), .in2(aluout), .sel(ctrl[0]), .out(out));
endmodule
`timescale 1ns / 1ps
module Mux(input [31:0] in1, in2,
           input sel,
           output reg [31:0] out);
always @(in1, in2, sel, out)
begin
    if(sel)
        begin
            out = in2;
        end
    else
        begin
            out = in1;
        end
end
endmodule
`timescale 1ns / 1ps
module Ud_Cnt_4(input [3:0] D,
                input LD, UD, CE, CLK, RST,
                output reg [3:0] Q);
always @(posedge CLK, posedge RST)
begin
    if(RST) Q <= 4'd0;
    else if(CE)
        begin
            if(LD) Q <= D;
            else
                begin
                    case(UD)
                        1: Q <= Q + 1;
                        0: Q <= Q - 1;
                    endcase
                end
        end
    else Q <= Q;
end
endmodule
`timescale 1ns / 1ps
module comparater(input [31:0] A, B,
                  output reg greater);
always @(A,B)
begin
    greater <= 0;
    if(A > B)
    begin
        greater <= 1;
    end
end
endmodule
</file>
<file path="/design/flow/config.mk">
export PLATFORM = sky130hd
export DESIGN_NAME = Factorial_DP
export DESIGN_NICKNAME = Factorial_DP
export VERILOG_FILES = /design/flow/design.v
export SDC_FILE = /design/flow/constraint.sdc
export NUM_CORES = 4
export LEC_CHECK = 1
export CORE_UTILIZATION = 30
</file>
<file path="/design/flow/constraint.sdc">
current_design Factorial_DP

set clk_period 13.9
set clk_io_pct 0.2

create_clock -name clk0 -period $clk_period [get_ports {clk}]

set non_clock_inputs [all_inputs -no_clocks]
set_input_delay [expr $clk_period * $clk_io_pct] -clock clk0 $non_clock_inputs
set_output_delay [expr $clk_period * $clk_io_pct] -clock clk0 [all_outputs]
</file>
<file path="/design/flow/run.sh">
#!/bin/bash
# OpenROAD 26Q1-2900-gdf79404cd8, Yosys 0.63+post, stock flow scripts
make -C /OpenROAD-flow-scripts/flow DESIGN_CONFIG=/design/flow/config.mk WORK_HOME=/design/flow/orfs finish
</file>
==> run notes <==
Results of the run.

The relative max-transition margin is 48.41%. The report gives the cell count of the worst hold path as 2. The worst hold-check slack is 0.5428 ns. Per the detail_route report, inserted antenna diodes total 0. The number of global-route vias before repair was 4866. In this run the deepest clock path goes through 2 buffers. The first detailed-routing pass ran for 4 iterations. The worst-case register-to-register setup slack is 9.24 ns. The largest individual stage delay along the critical path comes from the cell inv_1. The clock transition at the registers of the reported paths is 0.06 ns. The total I/O pin count is 45. The uppermost layer routed is met4. The number of input and output port buffers inserted is 44. The most instantiated logic cell after routing is inv_1. The cell type contributing the most total cell area after synthesis is fa_1. The type of the worst setup path is flop to output port. In the synthesized netlist, the number of instances is 710. The post-cts hold buffer count is 0. The tally of unique sky130hd cells used after synthesis is 61. The yosys stat chip area is 5664 um^2. The number of flip-flops and latches in the synthesized netlist is 36.

The cell repeated most along the worst path is inv_1. Detailed routing placed a total of 6558 um of wire on met2. The cell depth of the worst flop-to-flop path is 14. The area of the core region is 18210 um^2.

Per the timing report, the most critical flop-to-flop path originates at u1.Q[1]. The first global-routing pass estimated 24690 um of wire. The count of H-tree levels built during CTS is 2. Sorting the synthesized cells by area gives the leading types as fa_1, dfrtp_1, inv_1, and2_1, ha_1. The vertical die dimension is 139.4 um. Setup repair after global routing left no endpoint under its margin. The startpoint type of the worst setup path is a flop. Counting the warning lines in the Yosys log gives 5. Yosys reports that the leading cell type by area covers 20.15% of the netlist area. The path class of the lowest-slack min-delay path is flop to flop. The global route stage reports its total congestion overflow as 0. In this run the static leakage power is 3.035 nW. The number of remaining DRC errors is 0. Per the Yosys statistics, synthesis produced 710 cells. The CTS tree is done. The flow ran to the end, and the final reports show no timing, DRC or antenna violations. The violation tally recorded at the end of detailed-routing iteration 0 is 208.

The routed wire length is 14540 um. Clock latency on the worst-skew pair, taken at its later pin, is 0.30 ns. The floorplan has 49 rows.

Looking at the post-CTS report, the setup buffer insertion count equals 0. For this run, the detailed router reports a per-instance via density of 5.028. Overall routing resource usage recorded by global route was 16.18%. The sink count of the clock tree is 36.

The final hold violation count is 0. Nets still carrying antenna violations after routing amount to 0. The launch point of the worst min-delay path is recorded as u3.Q[31]. The share of cells above drive strength 1 is 4.472%. Clock tree synthesis inserted a total of 5 buffers.

The number of warning messages in the logs is 28. The die is 139.4 um wide. The count of max-cap constraint violations is 0. The required time at the worst endpoint is listed as 11.12 ns.

Entering global routing, the biggest net connects 37 pins. The met3 wire length is 720 um. The initial core utilization is 31.11%. The tree is rooted in a clkbuf_16. The final period demand of the worst path is 8.090 ns.

The maximum vdd ir drop is 57.21 uV. The destination of the worst register-to-register timing path is u3.Q[24]. The HPWL after detailed placement is 11200 um. The post-layout period usage of the worst path is 58.20%. The sequential area share after synthesis is 15.90%.

The count of pins over their slew limit is 0. The cell sequence reported for the critical path is inv_1, nor2_1, fa_1, inv_1, fa_1, inv_1, ha_1, nand4_1, nor2_1, nand2_1, a311oi_2, o211ai_1, and3_4, nor3_1, clkdlybuf4s50_1. The mean instance size in the synthesized netlist is 7.978 um^2. STA classifies the critical path endpoint as an output port. The routed wirelength on the met1 layer is recorded as 6945 um. The summed negative setup slack over all endpoints is 0 ns. The area growth from synthesis to layout is 14.09%. The initial antenna violation count came to 0. The pin closest to its max-slew limit shows a slew of 0.7731 ns. RePlAce ended its routability-driven mode at a weighted congestion of 0.9247.

The largest single stage delay on the critical path is 0.69 ns. The hold-critical path endpoint is u3.Q[31]. The final route contains 4862 vias. The data arrival time reported for the critical path is 5.31 ns. The flow reported a cell area power density of 65.58 nW/um^2. Clock skew on the completed layout was measured at 0.009245 ns. The post-cts resize count is 0. The timing-limited maximum frequency is 123.6 MHz. The chip area is 19430 um^2. In this run the cell area of the synthesized design comes to 5664 um^2. The maximum fanout along the worst path is 21. Dividing the detail-routed wire length by the instance count gives 15.04 um. The total of endpoints with negative setup slack in the final report is 0. By instance count after routing, the leading logic cell types are inv_1, and2_1, nand2_1.
==> registers in the layout (all words and copies together) (netlist names) <==
signal / flops
u3.Q: 32
u1.Q: 4
==> how the worst max path moves through the flow <==
| stage | from | end | slack (ns) |
|---|---|---|---|
| final | u1.Q[1] | out[31] | 5.81 |
| after global routing | u1.Q[1] | out[31] | 5.46 |
| after CTS | u1.Q[1] | out[31] | 5.84 |
==> per-layer routing <==
layer / vias up / global-route usage [%]
li1: 2345 / -
met2: 136 / 25.65
met3: 19 / 2.595
met5: - / 0
met1: 2362 / 23.95
met4: 0 / 2.924
==> cells by family after synthesis <==
logic type | Yosys count | share of synthesized area [%]
muxes | 1 | 0.1988
DFF | 36 | 15.90
buffers and inverters | 168 | 11.71
and+or+nand+nor | 238 | 21.40
AOI/OAI and AO/OA | 147 | 18.51
xor gates and xnor gates | 27 | 4.175
adders and majority gates | 93 | 28.10
==> synth_stat cells, drive strengths merged <==
master and count:
a221oi 4, o32ai 6, nand2 62, a21boi 5, nor3b 3, a31oi 8, a211oi 2, and3 10
nor2 57, dlygate4sd1 1, o211ai 5, o21a 4, a22o 5, xnor2 13, o31a 1, a32o 2
o221ai 1, nand4 8, mux2 1, or3 2, dfrtp 36, inv 137, a21oi 33, o2bb2ai 9
buf 10, nand3 9, o21ai 25, a211o 3, ha 36, and3b 2, clkbuf 20, xor2 14
a22oi 1, o21bai 3, a311oi 1, o22ai 11, and4 3, fa 57, a21o 18, or4 1
nor2b 2, and2 76, nor3 3
==> metrics by stage <==
step           std cells  cell area (um^2)  power [mW]  worst slack (ns)  utilization (%)
2_1_floorplan        710              5664      0.2297             7.376                -
3_3_place_gp         959              6295      0.2877             6.258            34.57
3_5_place_dp         959              6295      0.2880             6.197            34.57
4_1_cts              967              6462      0.4282             5.837            35.49
5_1_grt              967              6462      0.4527             5.459            35.49
6_report             967              6462      0.4238             5.810            35.49
==> critical path, delay by kind of cell (launching register included) <==
family | cells | cell delay (ns)
fa+ha+maj | 3 | 1.52
flops | 1 | 0.62
buf+inv | 4 | 1.30
compound gates | 2 | 0.45
simple gates | 6 | 1.11
==> cell type report <==
type                            count  area [um^2]
Clock buffer                        5        125.1
Clock inverter                      3        42.54
Fill cell                        1866        11750
Inverter                          137        514.2
Multi-Input combinational cell    506         4100
Sequential cell                    36        900.9
Tap cell                          229        286.5
Timing Repair Buffer               51        493.0
==> report_power, final <==
group	leakage, nW	switching [mW]	internal (mW)
combinational	2.46	0.0889	0.0644
clock	0.0798	0.0527	0.0845
sequential	0.490	0.0196	0.114
total	3.03	0.161	0.263
Power figures rest on the tool's default switching activity, not on a simulated workload.
